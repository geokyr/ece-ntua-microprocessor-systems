[flow/run.sh]
#!/bin/bash
# OpenROAD 26Q1-2900-gdf79404cd8, Yosys 0.63+post, stock flow scripts
make -C /OpenROAD-flow-scripts/flow DESIGN_CONFIG=/design/flow/config.mk WORK_HOME=/design/flow/orfs finish
[flow/design.v]
module circuit_A (A, B, C, D, F1);
    input A, B, C, D;
    output F1;
    wire notB, notC, w, x, y, z;
    not(notC, C);
    not(notB, B);
    and(x, notC, notB, D);
    and(w, C, B);
    or(z, w, D);
    and(y, z, A);
    or(F1, x, y);
endmodule
module circuit_B (A, B, C, D, F2);
    input A, B, C, D;
    output F2;
    wire notB, notC, notD, notA, a, b, c, d, e, f, g, h, i, k;
    not(notC, C);
    not(notB, B);
    not(notA, A);
    not(notD, D);
    and(a, notA, notB, notC, notD); 	 
    and(b, notA, notB, C, notD);    	 
    and(c, notA, notB, C, D);       	 
    and(d, notA, B, notC, D);       	 
    and(e, notA, B, C, D);          	 
    and(f, A, notB, notC, D);       	 
    and(g, A, notB, C, notD);       	 
    and(h, A, notB, C, D);      		 
    and(i, A, B, notC, D);          	 
    and(k, A, B, C, notD);          	 
    or(F2, a, b, c, d, e, f, g, h, i, k);
endmodule
module circuit_C (A, B, C, D, E, F3);
    input A, B, C, D ,E;
    output F3;
    wire a, b, c, d, e, f, g;
    and(a, A, B, C);
    and(b, B, C);
    or(c, A, b);
    and(d, D, c);
    or(e, B, C);
    and(f, D, E);
    and(g, f ,e);
    or(F3, a, d, g);
endmodule
module circuit_D (A, B, C, D, E, F4);
    input A, B, C, D, E;
    output F4;
    wire a, b, c, d;
    and(a, C, D);
    or(b, B, a, E);
    and(c, A, b);
    and(d, B, C, D, E);
    or(F4, c, d);
endmodule
module dataFlow(A, B, C, D, E, F1, F2, F3, F4);
	input A, B, C, D, E;
    output F1, F2, F3, F4;
    assign
        F1 = (A & ((B & C) | D)) | (~A & ~B & D) ,
        F2 = (~A & ~B & ~C & ~D) | (~A & ~B & C & ~D) | 
             (~A & ~B & C & D) | (~A & B & ~C & D) | 
             (~A & B & C & D) | (A & ~B & ~C & D) | 
             (A & ~B & C & ~D) | (A & ~B & C & D) | 
             (A & B & ~C & D) | (A & B & C & ~D),
        F3 = (A & B & C) | ((A | (B & C)) & D) | ((B | C) & D & E),
        F4 = (A & (B | (C & D) | E)) | (B & C & D & E);
endmodule
[flow/constraint.sdc]
current_design dataFlow

set clk_period 1.0
set clk_io_pct 0.2

create_clock -name clk0 -period $clk_period

set non_clock_inputs [all_inputs -no_clocks]
set_input_delay [expr $clk_period * $clk_io_pct] -clock clk0 $non_clock_inputs
set_output_delay [expr $clk_period * $clk_io_pct] -clock clk0 [all_outputs]
[flow/config.mk]
export PLATFORM = sky130hd
export DESIGN_NAME = dataFlow
export DESIGN_NICKNAME = dataFlow
export VERILOG_FILES = /design/flow/design.v
export SDC_FILE = /design/flow/constraint.sdc
export NUM_CORES = 4
export LEC_CHECK = 1
export CORE_AREA = 10 10 70 70
export DIE_AREA = 0 0 80 80
==> impl_metrics.env <==
# yosys + openroad results
export IMPL_status="complete, but fails checks"
export IMPL_violations="negative setup slack"
export IMPL_die_h_um=80
export IMPL_grt_overflow_total=0
export IMPL_final_common_cell="buf_2"
export IMPL_seqCellArea_sq_um=0
export IMPL_die_width_um=80
export IMPL_antennaDiodeCount=0
export IMPL_grt_use_total_pct=1.225
export IMPL_ys_seq_share_pct=0
export IMPL_hold_violations=0
export IMPL_top_area_share_pct=25.71
export IMPL_port_buffer_count=9
export IMPL_die_area_sq_mm=0.006400
export IMPL_rsz0062_at_grt="true"
export IMPL_ys_cells=13
export IMPL_share_comb_of_total_power_pct=100.0
export IMPL_grt_pass1_wl_um=669
export IMPL_clock_buffers=0
export IMPL_io_pins=9
export IMPL_fin_crit_sh_pct=125.7
export IMPL_first_iter_violations=1
export IMPL_design_seq_count=0
export IMPL_worst_setup_path_start_kind="input port"
export IMPL_finalNonFillerCells=72
export IMPL_dpl_hpwl_um=319.2
export IMPL_totalWireLength_um=411
export IMPL_place_congestion=0.7420
export IMPL_relSlewSlack_pct=87.06
export IMPL_crit_path_end_kind="output pin"
export IMPL_finalCriticalPeriod_ps=1257
export IMPL_switching_share_pct=34.33
export IMPL_most_common_layout_cells="buf_2, buf_4, inv_1, a21oi_1, nand2_1"
export IMPL_post_drt_via_cell_ratio=2.083
export IMPL_syn2layout_area_growth_pct=214.3
export IMPL_vias=150
export IMPL_fp_util_pct=2.564
export IMPL_ys_types=8
export IMPL_worstMarginPinSlew_ps=194.1
export IMPL_worstSetupPathType="input port to output pin"
export IMPL_grt_pass1_vias=141
export IMPL_topCellsByArea="mux4_2, a21oi_1, maj3_1, o21ai_0, o2bb2ai_1"
export IMPL_postCtsHoldBufs=0
export IMPL_ys_area_sq_um=87.58
export IMPL_whs_ps=725.6
export IMPL_cp_required_ps=800
export IMPL_synth_area_sq_um=87.58
export IMPL_drv_cap=0
export IMPL_syn_area_per_cell_sq_um=6.737
export IMPL_p_sw_w=0.00003108
export IMPL_drc=0
export IMPL_hold_path_class="input port to output pin"
export IMPL_dr_pass1_iters=2
export IMPL_p_int_w=0.00005946
export IMPL_top_area_cell="mux4_2"
export IMPL_clockPowerShare_pct=0
export IMPL_antenna_found_initial=0
export IMPL_maxSlewViolCount=0
export IMPL_max_freq_ghz=0.7957
export IMPL_dpl_cell_count=70
export IMPL_ant_nets=0
export IMPL_path_max_fanout=3
export IMPL_coreArea_sq_mm=0.003416
export IMPL_p_per_area_mw_per_mm2=328.9
export IMPL_post_drt_wl_per_cell_um=5.708
export IMPL_worst_slack_ps=-256.7
export IMPL_irDropWorstVdd_mv=0.03331
export IMPL_log_warning_count=35
export IMPL_setup_violations=4
export IMPL_synthCells=13
export IMPL_grt_max_degree=9
export IMPL_ys_warnings_count=0
export IMPL_cp_arrival_ps=1060
export IMPL_drive_gt1_share_pct=57.69
export IMPL_floorplan_rows=21
export IMPL_pwr_share_seq_pct=0
export IMPL_p_leak_nw=0.1037
[worst paths after layout]
| check | from | to | depth (start not counted) |
|---|---|---|---|
| min | B | F3 | 4 |
| max | C | F2 | 4 |
[layout make-up]
class | instances | area (sq um)
timing repair buffer | 13 | 118.9
fill | 401 | 3141
tap | 46 | 57.56
inverter | 2 | 7.507
multi-input combinational | 11 | 91.34
[synthesized netlist by cell type]
cell       instances
nand2_1            2
maj3_1             1
or2_0              1
inv_1              2
mux4_2             1
a21oi_1            3
o2bb2ai_1          1
o21ai_0            2
[cells by family after synthesis]
kind of cell               after synthesis  synth area share (%)
muxes                                    1                 25.71
AOI/OAI and AO/OA                        6                 38.57
adders and majority gates                1                 11.43
buffers and inverters                    2                 8.575
and+or+nand+nor                          3                 15.72
[through the flow]
step                area, sq um  util [%]   power (W)  setup WS [ps]  TNS, ps
finish                    275.3     8.059  0.00009054         -256.7   -709.3
CTS                       257.7     7.546  0.00008330         -260.6   -637.9
detailed placement        250.2     7.326  0.00008758          -1046    -3511
global placement          250.2     7.326  0.00008687          -1040    -3492
global route              275.3     8.059   0.0001010         -293.1   -904.7
floorplan                 87.58         -  0.00002047         -8.331   -8.331
[repair_timing]
action                                 CTS  global route
endpoints found under the hold margin    0             0
pin swaps                                3             1
resized                                 34             5
buffers inserted                         1             1
setup endpoints to repair                4             4
[critical path, cell delays in order]
cell and delay [ps]:
buf_8 100, or2_0 200, mux4_2 440, buf_2 120
[power groups by stage]
stage	combinational [W]	clock [W]	sequential [W]
CTS	0.0000833	0	0
global route	0.000101	0	0
finish	0.0000905	0	0
[per-layer routing]
layer	wire [um]	GRT usage, %	vias up
li1	-	-	75
met1	192	1.786	67
met2	153	1.685	8
met3	65	0.5682	0
met4	0	0	0
met5	0	0	-
Power is estimated from default activity; no workload was simulated.
